$ cat config.mk
export PLATFORM = sky130hd
export DESIGN_NAME = ALU
export DESIGN_NICKNAME = ALU
export VERILOG_FILES = /design/flow/design.v
export SDC_FILE = /design/flow/constraint.sdc
export NUM_CORES = 4
export LEC_CHECK = 1
export CORE_UTILIZATION = 30
$ cat constraint.sdc
current_design ALU

set clk_period 18.1
set clk_io_pct 0.2

create_clock -name clk0 -period $clk_period

set non_clock_inputs [all_inputs -no_clocks]
set_input_delay [expr $clk_period * $clk_io_pct] -clock clk0 $non_clock_inputs
set_output_delay [expr $clk_period * $clk_io_pct] -clock clk0 [all_outputs]
$ cat design.v
module ALU (
    input [31:0] in1,in2, 
    input[3:0] alu_control,
    output reg [31:0] alu_result,
    output reg zero_flag
);
    always @(*)
    begin
        case(alu_control)
        4'b0000: alu_result = in1&in2;
        4'b0001: alu_result = in1|in2;
        4'b0010: alu_result = in1+in2;
        4'b0100: alu_result = in1-in2;
        4'b1000: begin 
            if(in1<in2)
            alu_result = 1;
            else
            alu_result = 0;
        end
        4'b0011: alu_result = in1<<in2;
        4'b0101: alu_result = in1>>in2;
        4'b0110: alu_result = in1*in2;
        4'b0111: alu_result = in1^in2;
        endcase
        if (alu_result == 0)
            zero_flag = 1'b1;
        else
            zero_flag = 1'b0;
    end
endmodule
$ cat run.sh
#!/bin/bash
# OpenROAD 26Q1-2900-gdf79404cd8, Yosys 0.63+post, stock flow scripts
make -C /OpenROAD-flow-scripts/flow DESIGN_CONFIG=/design/flow/config.mk WORK_HOME=/design/flow/orfs finish
==> Table 3: Implementation characteristics <==
Implementation parameters

Parameter                              Value

Status
  Result of the run    complete, no violations

Clocking
  Quantity of gates resized following cts    0
  Buffers inserted by post-CTS timing repair    0
  Hold buffers post-CTS    0

GRT
  Met1 usage    37.1%
  Met3 Track Usage GR    14.7%
  Largest net degree at the start of global routing    51
  Antenna violations before repair    2
  Met2 global-route usage    41.4%
  Most utilized layer in the global route result    met2
  Number of global-route vias before repair    23.7k
  Global-route usage over all layers    28.9%
  Grt ovf    0
  Wire length of the first global-routing pass    166 mm

Critical path
  Type of the setup path with the least slack    input port to primary output
  Cell with the largest stage delay on the worst path    sky130_fd_sc_hd__clkdlybuf4s50_1
  Endpoint required time on the critical path    14.48 ns
  Maximum fanout count along the critical path    17
  Most numerous cell on the critical path    sky130_fd_sc_hd__fa_1
  Type of origin of the critical path    input port
  Type of element capturing the critical path    primary output
  Stage delay of the slowest cell on the critical path    1.12 ns
  Signal arrival time at the worst endpoint    13.24 ns

Synth
  Number of enable flip-flop cells    0
  Post-Synthesis Cells    3,067
  Yosys warning total    1
  Number of unique standard cell types used by synthesis    86
  Main synth FF type    sky130_fd_sc_hd__dlxtn_1
  Area fraction of the dominant cell type after synthesis    33.5%
  Async SR Flop Fraction    0%
  Synth top cells by count    468 x sky130_fd_sc_hd__inv_1, 424 x sky130_fd_sc_hd__nor2_1, 410 x sky130_fd_sc_hd__fa_1, 320 x sky130_fd_sc_hd__nand2_1, 219 x sky130_fd_sc_hd__ha_1
  Count of state elements after synthesis    32
  Cell Area, Synth    0.0245 sq mm
  Area leader, netlist    sky130_fd_sc_hd__fa_1
  Top cells by area    sky130_fd_sc_hd__fa_1 33%, sky130_fd_sc_hd__ha_1 11%, sky130_fd_sc_hd__inv_1 7.2%, sky130_fd_sc_hd__nor2_1 6.5%, sky130_fd_sc_hd__nand2_1 4.9%
  Total cells reported by yosys after synthesis    3,067
  Mean area per synthesized cell    8.00 sq um
  Most used standard cell by instance count after synthesis    sky130_fd_sc_hd__inv_1
  Chip area estimate from yosys synthesis    0.0245 sq mm

Placement
  Weighted congestion at the end of routability-driven global placement    1.09
  Post-detailed-placement cell area    0.0268 sq mm
  # port buffers    101
  Pre-CTS WS    1.39 ns
  Half-perimeter wire length after placement    87.2 mm

Layout
  Max reg flops    32
  FILL cells    8,543
  Area of all placed cells without fillers    0.0268 sq mm
  MI comb area    0.0214 sq mm
  Area of all sequential standard cells    480 sq um
  Ratio of cells with drive above 1 in the final layout    6.30%
  Area overhead of the layout relative to synthesis    9.14%

Final timing
  Number of register pins that no clock reaches    32
  Crit path time final    16.86 ns
  Max_slew headroom    30.5%
  Count of final max-slew check failures    0
  Final sum of negative setup slack    0 ns
  Fin crit share    93.2%
  Fmax    0.0593 GHz
  Final Worst Setup Slack    1.24 ns
  Endpoints left unconstrained    64
  Setup violation total in the final timing report    0
  Final tally of hold violations    0
  Worst-case hold slack    8.82 ns
  Setup repair after global routing missed its margin    no
  Worst-Margin Slew    1.04 ns

Die
  Die footprint    0.0829 sq mm
  Floorplan utilization    30.4%
  Vertical die size    288 microns
  Core area    0.0807 sq mm
  I/O pin total    101
  Number of placement rows    104
  Die X-Extent    288 microns

Power and ir drop
  Switching component of the power    4.58 mW
  Sw Share    60.3%
  Pwr Density    284 mW/mm^2
  Peak supply drop    485 uV
  Leak Pwr    12.3 nW
  Cell-internal power    3.02 mW
  Final Total Pwr    7.60 mW

Routing
  Routed vias    23.4k
  Starting DRC count in detailed routing    2,104
  Average detailed-routed wire length per instance    27.5 microns
  Wire length reported by the detailed router    113 mm
  DR pass1 iterations    8
  DR vias/cell    5.67
  Total DRC errors in the routed layout    0
  Remaining number of nets flagged by the antenna check after routing    0

Min path
  Path class of the lowest-slack min-delay path    input port to primary output

Run
  Maxcap violations    0
  Total number of warnings across the stage logs    96
[power groups by stage]
stage | clock network, mW | logic, mW | registers, mW
after CTS | 0 | 7.49 | 0.0386
after global routing | 0 | 8.24 | 0.0394
[path summary, 6_finish.rpt]
check | startpoint | end | slack [ns] | cells past startpoint
max | in2[10] | zero_flag | 1.24 | 27
min | in2[29] | zero_flag | 8.82 | 5
[layer usage]
layer  routed length [microns]  vias up
li1                          -    10100
met1                     42300    11500
met2                     48600     1488
met3                     16200      303
met4                      5970        6
met5                       244        -
[stage by stage]
stage / util, % / cells
floorplan: - / 3067
global placement: 33.2 / 4123
detailed placement: 33.2 / 4123
CTS: 33.2 / 4123
global route: 33.2 / 4123
finish: 33.2 / 4126
[logic make-up after synthesis]
family                     share of synthesized area (%)
AOI/OAI and AO/OA                                   15.2
xor gates and xnor gates                            3.61
muxes                                               6.96
adders and majority gates                           44.6
buffers and inverters                               10.7
latches                                             1.96
and+or+nand+nor                                     16.9
[layout make-up]
type | instances | area share [%]
tap | 1060 | 4.95
antenna | 3 | 0.0280
inverter | 485 | 6.80
sequential | 32 | 1.79
multi-input combinational | 2351 | 80.1
timing repair buffer | 195 | 6.35
[worst max-delay path: cells and delay by family]
kind,cells,cell delay (ns)
XOR/XNOR,1,0.23
AND-OR/OR-AND,6,1.70
AND/OR/NAND/NOR,6,1.44
buffers and inverters,5,2.53
adder cells (fa/ha/maj),9,3.70
[cells in the final DEF (no fill, tap or decap), types with 24 or more instances in the layout]
| cell type | synthesis | layout |
|---|---|---|
| sky130_fd_sc_hd__a21o_1 | 28 | 28 |
| sky130_fd_sc_hd__a21oi_1 | 125 | 125 |
| sky130_fd_sc_hd__a31oi_1 | 36 | 36 |
| sky130_fd_sc_hd__buf_4 | 4 | 96 |
| sky130_fd_sc_hd__clkdlybuf4s50_1 | 0 | 97 |
| sky130_fd_sc_hd__dlxtn_1 | 32 | 32 |
| sky130_fd_sc_hd__fa_1 | 410 | 410 |
| sky130_fd_sc_hd__ha_1 | 219 | 219 |
| sky130_fd_sc_hd__inv_1 | 468 | 466 |
| sky130_fd_sc_hd__mux2i_1 | 40 | 40 |
| sky130_fd_sc_hd__mux4_2 | 52 | 52 |
| sky130_fd_sc_hd__nand2_1 | 320 | 320 |
| sky130_fd_sc_hd__nand3_1 | 48 | 48 |
| sky130_fd_sc_hd__nor2_1 | 424 | 422 |
| sky130_fd_sc_hd__nor3_1 | 42 | 41 |
| sky130_fd_sc_hd__o211ai_1 | 24 | 24 |
| sky130_fd_sc_hd__o21ai_0 | 92 | 92 |
| sky130_fd_sc_hd__xnor2_1 | 74 | 73 |
| sky130_fd_sc_hd__xor2_1 | 27 | 27 |
Power is estimated from default activity; no workload was simulated.
